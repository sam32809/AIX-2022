--- flow/config.mk ---
export PLATFORM = sky130hd
export DESIGN_NAME = adder_tree
export DESIGN_NICKNAME = adder_tree
export VERILOG_FILES = /design/flow/design.v
export SDC_FILE = /design/flow/constraint.sdc
export NUM_CORES = 4
export LEC_CHECK = 1
export CORE_UTILIZATION = 50
--- flow/constraint.sdc ---
current_design adder_tree

set clk_period 9.9
set clk_io_pct 0.2

create_clock -name clk0 -period $clk_period [get_ports {clk}]

set non_clock_inputs [all_inputs -no_clocks]
set_input_delay [expr $clk_period * $clk_io_pct] -clock clk0 $non_clock_inputs
set_output_delay [expr $clk_period * $clk_io_pct] -clock clk0 [all_outputs]
--- flow/design.v ---
`timescale 1ns / 1ps
module adder_tree(
input clk, 
input rstn,
input vld_i,
input [15:0] mul_00, 
input [15:0] mul_01, 
input [15:0] mul_02, 
input [15:0] mul_03, 
input [15:0] mul_04, 
input [15:0] mul_05, 
input [15:0] mul_06, 
input [15:0] mul_07,
input [15:0] mul_08, 
input [15:0] mul_09, 
input [15:0] mul_10, 
input [15:0] mul_11, 
input [15:0] mul_12, 
input [15:0] mul_13, 
input [15:0] mul_14, 
input [15:0] mul_15, 
input [15:0] mul_16,
input [15:0] mul_17,
input [15:0] mul_18, 
input [15:0] mul_19, 
input [15:0] mul_20, 
input [15:0] mul_21, 
input [15:0] mul_22, 
input [15:0] mul_23, 
input [15:0] mul_24, 
input [15:0] mul_25,
input [15:0] mul_26,
output[20:0] acc_o,
output       vld_o 
);
reg [16:0] y1_0;
reg [16:0] y1_1;
reg [16:0] y1_2;
reg [16:0] y1_3;
reg [16:0] y1_4;
reg [16:0] y1_5;
reg [16:0] y1_6;
reg [16:0] y1_7;
reg [16:0] y1_8;
reg [16:0] y1_9;
reg [16:0] y1_10;
reg [16:0] y1_11;
reg [16:0] y1_12;
reg [16:0] y1_13;
reg [17:0] y2_0;
reg [17:0] y2_1;
reg [17:0] y2_2;
reg [17:0] y2_3;
reg [17:0] y2_4;
reg [17:0] y2_5;
reg [17:0] y2_6;
reg [18:0] y3_0;
reg [18:0] y3_1;
reg [18:0] y3_2;
reg [18:0] y3_3;
reg [19:0] y4_0;
reg [19:0] y4_1;
reg [20:0] y5;
reg vld_i_d1, vld_i_d2, vld_i_d3, vld_i_d4, vld_i_d5;
always@(posedge clk, negedge rstn) begin
	if(!rstn) begin
		y1_0 <= 17'd0;
		y1_1 <= 17'd0;
		y1_2 <= 17'd0;
		y1_3 <= 17'd0;
		y1_4 <= 17'd0;
		y1_5 <= 17'd0;
		y1_6 <= 17'd0;
		y1_7 <= 17'd0;
		y1_8 <= 17'd0;
		y1_9 <= 17'd0;
		y1_10 <= 17'd0;
		y1_11 <= 17'd0;
		y1_12 <= 17'd0;
		y1_13 <= 17'd0;
	end
	else begin 
		y1_0 <= $signed(mul_00) + $signed(mul_01);
		y1_1 <= $signed(mul_02) + $signed(mul_03);
		y1_2 <= $signed(mul_04) + $signed(mul_05);
		y1_3 <= $signed(mul_06) + $signed(mul_07);
		y1_4 <= $signed(mul_08) + $signed(mul_09);
		y1_5 <= $signed(mul_10) + $signed(mul_11);
		y1_6 <= $signed(mul_12) + $signed(mul_13);
		y1_7 <= $signed(mul_14) + $signed(mul_15);
		y1_8 <= $signed(mul_16) + $signed(mul_17);
		y1_9 <= $signed(mul_18) + $signed(mul_19);
		y1_10 <= $signed(mul_00) + $signed(mul_21);
		y1_11 <= $signed(mul_02) + $signed(mul_23);
		y1_12 <= $signed(mul_04) + $signed(mul_25);
		y1_13 <= $signed(mul_26);
	end
end
always@(posedge clk, negedge rstn) begin
	if(!rstn) begin
		y2_0 <= 18'd0;
		y2_1 <= 18'd0;
		y2_2 <= 18'd0;
		y2_3 <= 18'd0;
		y2_4 <= 18'd0;
		y2_5 <= 18'd0;
		y2_6 <= 18'd0;		
	end
	else begin 
		y2_0 <= $signed(y1_0) + $signed(y1_1);
		y2_1 <= $signed(y1_2) + $signed(y1_3);
		y2_2 <= $signed(y1_4) + $signed(y1_5);
		y2_3 <= $signed(y1_6) + $signed(y1_7);
		y2_4 <= $signed(y1_8) + $signed(y1_9);
		y2_5 <= $signed(y1_10) + $signed(y1_11);
		y2_6 <= $signed(y1_12) + $signed(y1_13);
	end
end
always@(posedge clk, negedge rstn) begin
	if(!rstn) begin
		y3_0 <= 19'd0;
		y3_1 <= 19'd0;
		y3_2 <= 19'd0;
		y3_3 <= 19'd0;
	end
	else begin 
		y3_0 <= $signed(y2_0) + $signed(y2_1);
		y3_1 <= $signed(y2_2) + $signed(y2_3);
		y3_2 <= $signed(y2_4) + $signed(y2_5);
		y3_3 <= $signed(y2_6);
	end
end
always@(posedge clk, negedge rstn) begin
	if(!rstn) begin
		y4_0 <= 20'd0;
		y4_1 <= 20'd0;
	end
	else begin
		y4_0 <= $signed(y3_0) + $signed(y3_1);
		y4_1 <= $signed(y3_2) + $signed(y3_3);
    end
end
always@(posedge clk, negedge rstn) begin
	if(!rstn)
		y5 <= 21'd0;
	else
		y5 <= $signed(y4_0) + $signed(y4_1);
end
always@(posedge clk, negedge rstn) begin
	if(!rstn) begin
		vld_i_d1 <= 0;
		vld_i_d2 <= 0;
		vld_i_d3 <= 0;
		vld_i_d4 <= 0;
		vld_i_d5 <= 0;
	end
	else begin 
		vld_i_d1 <= vld_i   ;
		vld_i_d2 <= vld_i_d1;
		vld_i_d3 <= vld_i_d2;
		vld_i_d4 <= vld_i_d3;
		vld_i_d5 <= vld_i_d4;		
	end
end
assign vld_o = vld_i_d5;
assign acc_o = $signed(y5);
endmodule
--- flow/run.sh ---
#!/bin/bash
# OpenROAD 26Q1-2900-gdf79404cd8, Yosys 0.63+post, stock flow scripts
make -C /OpenROAD-flow-scripts/flow DESIGN_CONFIG=/design/flow/config.mk WORK_HOME=/design/flow/orfs finish
==> reports/metrics.csv <==
stage;metric;value;unit
clocking;clock buffers created by TritonCTS;55;
sta;Max-slew headroom;0.507;
synth;flops & latches, synth;504;
setup_path;critical path data required time;10.40;ns
drt;number of iterations in the first detailed-routing pass;5;
sta;unrepaired setup endpoints after global routing;no;
drt;DRC Markers;0;
sta;hold slack final;0.347;ns
layout;Top cells excl fill/tap;sky130_fd_sc_hd__dfrtp_1 (504), sky130_fd_sc_hd__ha_1 (439), sky130_fd_sc_hd__clkdlybuf4s50_1 (407);
setup_path;cell with the biggest individual delay on the critical path;sky130_fd_sc_hd__clkdlybuf4s50_1;
floorplan;num ports;457;
clocking;maximum level of the CTS H-tree;2;
layout;layout filler cell count;4924;
layout;non-filler instance count after layout;4505;
pwr;power density normalized to cell area;282;nW/um^2
global_routing;all-layer global routing usage;0.250;
sta;Slew Limit Fails;0;
place;final weighted congestion of routability-driven global placement;0.945;
place;half-perimeter wire length after detailed placement;62800;um
setup_path;critical path start-end classification;input pin to register;
floorplan;x dimension of the die;255;um
drt;average detailed-routed wire length per instance;17.2;um
run;warning total across the stage logs;83;
synth;post-synthesis cell area;32000;sq um
synth;instance count of the mapped netlist;3164;
global_routing;total congestion overflow after global routing;0;
sta;final setup vio count;0;
setup_path;crit-path leading delay family;AND-OR/OR-AND gates;
clocking;total of hold buffers inserted after clock tree synthesis;0;
place;Port Buffers;408;
clocking;buffers from clock root to sink, at most;3;
layout;most used logic cell in the final layout;sky130_fd_sc_hd__dfrtp_1;
synth;asr flop ratio synth;1.00;
setup_path;worst endpoint data arrival time;4.82;ns
drt;total number of vias;24658;
drt;DRC marker count from the first detailed-route iteration;1325;
min_path;Worst Hold End;y3_3[15];
min_path;HP Class;register to register;
clocking;clock-pin slew reported for the worst setup and hold paths after clock tree synthesis;0.06;ns
pwr;total power of the final layout;11.0;mW
synth;Yosys warning count;1;
status;outcome;completed;
sta;slew at the pin with the worst max-slew slack;0.740;ns
global_routing;maximum number of pins on one net before global-route repair;134;
synth;Cell Type Count;79;
synth;ys cells;3164;
floorplan;Site Rows;92;
synth;average cell area after synthesis;10.1;sq um
synth;Dominant Register Cell;sky130_fd_sc_hd__dfrtp_1;
setup_path;type of element capturing the critical path;register;
setup_path;largest fanout on the critical path;3;
min_path;Min-Delay Path Depth;0;
setup_path;Buf/Inv on CP;1;
synth;share of the yosys chip area belonging to registers;0.394;
setup_path;number of cells on the worst reg-to-reg path;9;
global_routing;wire length of the first global-routing pass;123000;um
min_path;launch point of the worst hold path;y2_6[15];
layout;layout cell share with drive strength beyond 1;0.0364;
sta;Tmin final;4.32;ns
global_routing;number of antenna violations at the first check in global routing;1;
place;total instance count after detailed placement;4402;
setup_path;launch instance of the worst register-to-register path;y3_1[0];
run;number of maximum-capacitance constraint violations;0;
floorplan;die height;255;um
setup_path;terminus of the critical flop-to-flop path;y4_0[16];
setup_path;type of element launching the critical path;input pin;
setup_path;setup slack of the most critical reg-to-reg path;7.04;ns
clocking;cell resize tally after clock tree synthesis;0;
sta;Worst Clk Skew;0.0259;ns
synth;count of flip-flops with a built-in enable after synthesis;0;
clocking;number of buffers inserted by post-CTS setup repair;0;
clocking;clock sinks;504;
setup_path;series of cell instances along the critical path;clkdlybuf4s50_1 -> ha_1 -> fa_1 -> a21o_1 -> a21oi_2 -> o21bai_1 -> a2111o_1 -> and2_1 -> a221o_1 -> a221oi_2;
floorplan;Initial Utilization;0.506;
global_routing;via count of the first global-routing pass;24024;
drt;Final ANT Viol Nets;0;
sta;summed negative setup slack over all endpoints;0;ns
layout;Area growth, synth to finish;21.9;%
pwr;static leakage;17.8;nW
sta;Period Utilization, post-route;0.436;
drt;mean number of vias per cell;5.47;
sta;final hold vios;0;
layout;Layout Utilization;0.617;
clocking;clock latency on the worst-skew pair;0.61;ns
floorplan;total die size;65000;sq um
setup_path;max incr delay on CP;0.44;ns
sta;max frequency;0.232;GHz
clocking;CTS root buffer;sky130_fd_sc_hd__clkbuf_16;
pwr;maximum ir drop on the vdd rail;0.000152;V
synth;yosys stat area;32000;sq um
floorplan;Core Region;63200;sq um
drt;Final Routed Wirelength;77300;um
clocking;TritonCTS clock tree;done;
## worst max-delay path by stage
stage / cells past startpoint / endpoint / startpoint
4_1_cts: 10 / y1_11[14] / mul_02[0]
5_1_grt: 10 / y1_11[14] / mul_02[0]
6_report: 10 / y1_0[16] / mul_00[0]
## final cells by class
cell class              count  area [sq um]  area share
multi-input cells        2487         18700       0.480
flip-flops and latches    504         12600       0.323
repair buffers            412          4160       0.107
clock buffers              68          1480      0.0378
well taps                 846          1060      0.0271
inverters                 153           574      0.0147
clock inverters            33           375     0.00963
diodes                      2          5.00    0.000128
## through the flow
stage	worst slack [ns]	area [sq um]
2_1_floorplan	5.68	32000
3_3_place_gp	4.98	37100
3_5_place_dp	5.00	37100
4_1_cts	5.63	39000
5_1_grt	5.40	39000
6_report	5.58	39000
## synth_stat cells (64+ instances only)
cell | number | area (sq um)
sky130_fd_sc_hd__dfrtp_1 | 504 | 12600
sky130_fd_sc_hd__ha_1 | 439 | 5490
sky130_fd_sc_hd__a21oi_1 | 291 | 1460
sky130_fd_sc_hd__nor2_1 | 244 | 916
sky130_fd_sc_hd__xnor2_1 | 201 | 1760
sky130_fd_sc_hd__nand2_1 | 155 | 582
sky130_fd_sc_hd__inv_1 | 153 | 574
sky130_fd_sc_hd__a21o_1 | 123 | 923
sky130_fd_sc_hd__xor2_1 | 118 | 1030
sky130_fd_sc_hd__o21ai_0 | 103 | 515
sky130_fd_sc_hd__nand3_1 | 78 | 390
sky130_fd_sc_hd__nor3_1 | 76 | 380
sky130_fd_sc_hd__o21a_1 | 64 | 480
## routing by layer
layer	track usage	wire, um
met1	0.356	34200
met2	0.417	38000
met3	0.0379	3140
met4	0.0547	1890
met5	0	0
## cells by family after synthesis
kind of cell               Yosys count  synth area share
muxes                                6           0.00188
and+or+nand+nor                    753             0.114
DFF                                504             0.394
buffers and inverters              173            0.0203
adders and majority gates          465             0.188
AOI/OAI and AO/OA                  944             0.195
xor gates and xnor gates           319            0.0873
## flip-flops by register name, indices dropped and copies added, names as in the netlist, 18 cells and up
register and cells:
y2_0 18, y2_1 18, y2_2 18, y2_3 18
y2_4 18, y2_5 18, y2_6 18, y3_0 19
y3_1 19, y3_2 19, y3_3 18, y4_0 20
y4_1 20, y5 21
## power breakdown
group / leakage (nW) / switching [mW] / internal [mW]
combinational: 11.0 / 3.09 / 2.60
sequential: 5.88 / 0.397 / 2.86
clock: 0.899 / 0.831 / 1.22
Power is estimated from default activity; no workload was simulated.
