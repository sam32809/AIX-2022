--- config.mk ---
export PLATFORM = sky130hd
export DESIGN_NAME = cnn_ctrl
export DESIGN_NICKNAME = cnn_ctrl
export VERILOG_FILES = /design/flow/design.v
export SDC_FILE = /design/flow/constraint.sdc
export NUM_CORES = 4
export LEC_CHECK = 1
export CORE_UTILIZATION = 40
--- constraint.sdc ---
current_design cnn_ctrl

set clk_period 11.2
set clk_io_pct 0.2

create_clock -name clk0 -period $clk_period [get_ports {clk}]

set non_clock_inputs [all_inputs -no_clocks]
set_input_delay [expr $clk_period * $clk_io_pct] -clock clk0 $non_clock_inputs
set_output_delay [expr $clk_period * $clk_io_pct] -clock clk0 [all_outputs]
--- design.v ---
`timescale 1ns / 1ps
module cnn_ctrl(
clk,
rstn,
q_width,
q_height,
q_vsync_delay,
q_hsync_delay,
q_frame_size,
q_start,
o_ctrl_vsync_run,
o_ctrl_vsync_cnt,
o_ctrl_hsync_run,
o_ctrl_hsync_cnt,
o_ctrl_data_run,
o_row,
o_col,
o_data_count,
o_end_frame,
o_half_frame,
o_pix_idx
);
parameter W_SIZE  = 12;					 
parameter W_FRAME_SIZE  = 2 * W_SIZE + 1;	 
parameter W_DELAY = 12;
input clk, rstn;
input [W_SIZE-1 :0] q_width;
input [W_SIZE-1 :0] q_height;
input [W_DELAY-1:0] q_vsync_delay;
input [W_DELAY-1:0] q_hsync_delay;
input [W_FRAME_SIZE-1:0] q_frame_size;
input q_start;
output 					 o_ctrl_vsync_run;
output [W_DELAY-1:0]	 o_ctrl_vsync_cnt;
output 					 o_ctrl_hsync_run;
output [W_DELAY-1:0]	 o_ctrl_hsync_cnt;
output 					 o_ctrl_data_run;
output [W_SIZE-1:0] 	 o_row;
output [W_SIZE-1:0] 	 o_col;
output [W_FRAME_SIZE-1:0]o_data_count;
output o_end_frame;
output o_half_frame;
output [3:0] o_pix_idx;
localparam		ST_IDLE 	= 2'b00,
				ST_VSYNC	= 2'b01,
				ST_HSYNC	= 2'b10,
				ST_DATA		= 2'b11;
reg [1:0] cstate, nstate;
reg 				ctrl_vsync_run;
reg [W_DELAY-1:0]	ctrl_vsync_cnt;
reg 				ctrl_hsync_run;
reg [W_DELAY-1:0]	ctrl_hsync_cnt;
reg 				ctrl_data_run;
reg [W_SIZE-1:0] 	row;
reg [W_SIZE-1:0] 	col;
reg [W_FRAME_SIZE-1:0] data_count;
wire end_frame;
wire half_frame;
reg [3:0] pix_idx;
always@(posedge clk, negedge rstn)
begin
    if(!rstn) begin
        cstate <= ST_IDLE;
    end
    else begin
        cstate <= nstate;
    end
end
always @(*) begin
    case(cstate)
		ST_IDLE: begin
			if(q_start)
				nstate = ST_VSYNC;
			else
				nstate = ST_IDLE;
        end		
        ST_VSYNC: begin
			if(ctrl_vsync_cnt == q_vsync_delay) 
				nstate = ST_HSYNC;
			else
				nstate = ST_VSYNC;
        end	
        ST_HSYNC: begin
			if(ctrl_hsync_cnt == q_hsync_delay) 
				nstate = ST_DATA;
			else
				nstate = ST_HSYNC;
        end		
        ST_DATA: begin
			if(end_frame)		 
				nstate = ST_IDLE;
			else begin
				if(col == q_width-1)     
				nstate = ST_HSYNC;
			else
				nstate = ST_DATA;
			end
        end
        default: nstate = ST_IDLE;
    endcase
end
always @(*) begin
	ctrl_vsync_run = 0;
	ctrl_hsync_run = 0;
	ctrl_data_run  = 0;
	case(cstate)
		ST_VSYNC: 	begin ctrl_vsync_run = 1; end
		ST_HSYNC: 	begin ctrl_hsync_run = 1; end
		ST_DATA: 	begin ctrl_data_run  = 1; end
	endcase
end
always@(posedge clk, negedge rstn)
begin
    if(!rstn) begin
        ctrl_vsync_cnt <= 0;
		ctrl_hsync_cnt <= 0;
    end
    else begin
        if(ctrl_vsync_run)
			ctrl_vsync_cnt <= ctrl_vsync_cnt + 1;
		else 
			ctrl_vsync_cnt <= 0;
        if(ctrl_hsync_run)
			ctrl_hsync_cnt <= ctrl_hsync_cnt + 1;			
		else
			ctrl_hsync_cnt <= 0;
    end
end
always@(posedge clk, negedge rstn)
begin
    if(!rstn) begin
        row <= 0;
		col <= 0;
    end
	else begin
		if(ctrl_data_run) begin
			if(col == q_width - 1) begin
				if(end_frame)
					row <= 0;			
				else 
					row <= row + 1;
			end
			if(col == q_width - 1) 
				col <= 0;
			else 
				col <= col + 1;
		end
	end
end
always@(posedge clk, negedge rstn)
begin
    if(!rstn) begin
        data_count <= 0;
    end
    else begin
        if(ctrl_data_run) begin
			if(!end_frame)
				data_count <= data_count + 1;
			else
				data_count <= 0;
		end
    end
end
assign end_frame = (data_count == q_frame_size-1)? 1'b1: 1'b0;			
assign half_frame = (data_count == (q_frame_size/2)-1)? 1'b1: 1'b0;
assign o_ctrl_vsync_run = ctrl_vsync_run;
assign o_ctrl_vsync_cnt = ctrl_vsync_cnt;
assign o_ctrl_hsync_run = ctrl_hsync_run;
assign o_ctrl_hsync_cnt = ctrl_hsync_cnt;
assign o_ctrl_data_run  = ctrl_data_run ;
assign o_row = row;
assign o_col = col;
assign o_data_count = data_count;
assign o_end_frame = end_frame;
endmodule
--- run.sh ---
#!/bin/bash
# OpenROAD 26Q1-2900-gdf79404cd8, Yosys 0.63+post, stock flow scripts
make -C /OpenROAD-flow-scripts/flow DESIGN_CONFIG=/design/flow/config.mk WORK_HOME=/design/flow/orfs finish
==> flow_summary_export.csv <==
group,metric,value,unit
status,status,"complete, no violations",
synthesis,yosysCellCount,599,
clock_network,cts_tree,"yes",
worst_setup_path,crit_required,8.96,ns
timing,setup_tns,0,ns
worst_setup_path,cp_max_fo,8,
floorplanning,initCoreUtil,40.9,%
synthesis,yosysWarnings,6,
timing,setup_ws,3.15,ns
clock_network,clock_sinks,77,
timing,setup_violations,0,
power,ir_drop,0.0920,mV
clock_network,cts-root-buf,"clkbuf_16",
synthesis,async_flop_share,100,%
worst_hold_path,hold_class,"reg2reg",
synthesis,synth_area,0.00541,sq mm
synthesis,top_area_share,35.2,%
detailed_routing,via_count,4823,
timing,worst_slew_pin_slew,0.883,ns
worst_setup_path,cpPeakStageDelay,0.55,ns
floorplanning,die-width,118,um
synthesis,ys.flops,77,
power,powerDensity,102,mW/mm^2
global_route,track_usage,20.1,%
power,cellLeakagePower,2.72,nW
synthesis,synth-edff-count,0,
floorplanning,die_h,118,um
clock_network,post_cts_resized,0,
synthesis,ys_seq_share,35.6,%
clock_network,htreeDepth,3,
cells_and_area,layout-drive-gt1-share,6.24,%
timing,finalMaxSlewViolations,0,
placement,routabilityCongestion,0.832,
synthesis,syn_inst,599,
floorplanning,coreArea,0.0132,sq mm
worst_setup_path,path_class,"in2out",
timing,finClkSkew,0.00738,ns
floorplanning,ioPinCount,158,
synthesis,ys_types,74,
synthesis,yosysChipArea,0.00541,sq mm
synthesis,largest_area_cell,"dfrtp_1",
synthesis,ys_top_cells_by_area,"dfrtp_1 35%, xor2_1 9.9%, xnor2_1 8.6%",
timing,finalCriticalPeriod,8.05,ns
timing,min_period_over_period,71.9,%
timing,rsz0062_at_grt,"false",
cells_and_area,final.fill_count,1170,
detailed_routing,routed_wl,13500,um
worst_setup_path,worst_ep_arrival_time,5.81,ns
timing,fmaxAchievable,124,MHz
global_route,grt_pass1_wl,22500,um
detailed_routing,drt_iter0_drc,325,
detailed_routing,wire_per_inst,14.8,um
clock_network,clkLatencyLatePin,0.33,ns
worst_setup_path,crit_chain,"clkdlybuf4s50_1, inv_1, ha_1, or4b_4, or4b_4, a2111oi_4, o2111ai_4, nor2_1, clkdlybuf4s50_1",
worst_setup_path,endpoint_kind,"primary output",
placement,hpwl,10200,um
global_route,antenna_found_initial,0,
cells_and_area,regArea,0.00193,sq mm
floorplanning,std_cell_rows,42,
clock_network,holdBufCountCts,0,
placement,place.port_buffers,140,
global_route,first_global_vias,4534,
cells_and_area,fin_area,0.00723,sq mm
synthesis,synth.most_common_cell,"dfrtp_1",
detailed_routing,dr.pass1.iters,4,
floorplanning,dieArea,0.0140,sq mm
global_route,grt-ovfl-total,0,
detailed_routing,antenna_cells,0,
clock_network,cts_buffers,9,
clock_network,cts_buffer_depth,2,
clock_network,clkTransAtPathRegs,0.06,ns
clock_network,cts_setup_buffers,0,
cells_and_area,final-comb-area,0.00332,sq mm
synthesis,yosys_most_used_dff,"dfrtp_1",
run,log.warning_count,37,
detailed_routing,viasPerCell,5.28,
worst_setup_path,timing.critical_path.slowest_stage_cell,"or4b_4",
detailed_routing,ant_nets,0,
global_route,grt_max_degree,48,
placement,place_area,0.00693,sq mm
run,cap_viol_max_count,0,
timing,hold_viol,0,
synthesis,common_cells,"76 x dfrtp_1, 71 x nor2_1, 61 x xor2_1, 53 x xnor2_1, 37 x nand2_1",
detailed_routing,drc,0,
cells_and_area,area_growth_syn_to_layout,33.7,%
timing,slew_headroom,40.6,%
worst_setup_path,crit_path_start_kind,"primary input",
synthesis,synth_area_per_cell,9.03,sq um
placement,place_ws,3.14,ns
-- report_power, final --
part	internal [mW]	switching (mW)	leakage, nW	total [mW]
Clock	0.178	0.112	0.145	0.290
Combinational	0.0774	0.0500	1.67	0.127
Sequential	0.292	0.0261	0.898	0.318
-- cell type report --
| cell class | instances | share of cell area (%) |
|---|---|---|
| multi-input cells | 489 | 45.9 |
| flip-flops and latches | 77 | 26.7 |
| repair buffers | 142 | 19.5 |
| clock buffers | 10 | 3.30 |
| well taps | 176 | 3.04 |
| clock inverters | 5 | 0.830 |
| inverters | 14 | 0.727 |
-- stage by stage --
| step | utilization [%] | power, mW | hold WS, ns | instances |
|---|---|---|---|---|
| 2_1_floorplan | - | 0.377 | 0.435 | 603 |
| 5_1_grt | 54.6 | 0.773 | 0.509 | 913 |
| 3_3_place_gp | 52.4 | 0.450 | 0.473 | 898 |
| 6_report | 54.6 | 0.736 | 0.491 | 913 |
| 4_1_cts | 54.6 | 0.746 | 0.495 | 913 |
| 3_5_place_dp | 52.4 | 0.451 | 0.478 | 898 |
-- registers in the layout (all words and copies together), names as in the netlist --
signal	cells
ctrl_hsync_cnt	12
col	12
row	12
ctrl_vsync_cnt	12
data_count	25
cstate	4
-- cells by family after synthesis --
family	count (synthesis)	synth area share [%]
AND-OR/OR-AND	90	12.6
XOR/XNOR	114	18.5
adder cells (fa/ha/maj)	7	1.62
flip-flops	77	35.6
AND/OR/NAND/NOR	268	27.4
other	1	0.0693
multiplexers	5	0.925
buffers and inverters	37	3.28
-- worst paths after layout --
check / startpoint / endpoint / slack (ns) / depth (start not counted)
setup / recovery: q_frame_size[0] / o_end_frame / 3.15 / 9
min in group asynchronous: rstn / data_count[24] / 1.92 / 1
setup reg to reg: col[10] / row[7] / 8.06 / 8
hold / removal: row[11] / row[11] / 0.49 / 1
max in group asynchronous: rstn / cstate[0] / 8.39 / 2
hold reg to reg: row[11] / row[11] / 0.49 / 1
-- cell usage in the layout (no fill, tap or decap), types with 3 or more instances in the layout --
cell             count
clkdlybuf4s50_1    139
o31ai_1              3
and3_1              13
nand3_1             34
nor2b_1              8
dfrtp_1             76
nor2_1              71
a21oi_1             11
o21ai_0             27
a22o_1               9
xor2_1              61
xnor2_1             53
nand4_1             21
buf_4                3
o221ai_1             3
or3_1               10
or4_1                8
mux2i_1              5
nand2b_1             7
nor4_1              11
clkbuf_16            9
o211ai_1             3
conb_1               5
o2bb2ai_1            5
and2_1               4
nand2_1             37
nor3_1              19
ha_1                 7
inv_1               13
-- worst max-delay path, delay by kind of cell --
kind | cells | cell delay, ns
buffers and inverters | 3 | 1.11
AND-OR/OR-AND | 2 | 0.75
AND/OR/NAND/NOR | 3 | 1.49
adder cells (fa/ha/maj) | 1 | 0.23
-- metal layers --
layer / vias up / global-route usage, % / share of wire (%)
met2: 146 / 30.3 / 44
met3: 11 / 3.44 / 5.8
met4: 0 / 1.76 / 0.97
met1: 2268 / 32.2 / 49
met5: - / 0 / 0
li1: 2398 / - / -
Power and IR drop assume default switching activity.
